## /design/flow/design.v

```verilog
module cordic_vec
  #(parameter N = 10) (
  input              i_clk,       
  input              i_rst_n,     
  input [N-1:0]      i_xval,      
  input [N-1:0]      i_yval,      
  input              i_en,        
  output logic [8:0] o_angle_int  
  );
  localparam NUMITER    = 13;  
  localparam PRECISION  = 9;   
  localparam ANGLEWIDTH = 16;  
  logic signed [N-1+PRECISION:0] xval_array [NUMITER-1:0];    
  logic signed [N-1+PRECISION:0] yval_array [NUMITER-1:0];    
  logic signed [N-1+PRECISION:0] xval_expanded;               
  logic signed [N-1+PRECISION:0] yval_expanded;               
  logic        [ANGLEWIDTH-1:0]  angle_array  [NUMITER-1:0];  
  logic        [ANGLEWIDTH-1:0]  cordic_angle [NUMITER-1:0];  
  logic        [ANGLEWIDTH-1:0]  angle_final;                 
  assign angle_final   = angle_array[NUMITER-1];  
  assign xval_expanded = {i_xval,{PRECISION{1'b0}}};  
  assign yval_expanded = {i_yval,{PRECISION{1'b0}}};  
  assign o_angle_int   = (angle_final[6]) ? 
                         (angle_final[ANGLEWIDTH-1:7]+9'd1) :
                         (angle_final[ANGLEWIDTH-1:7]);
  always_ff @ (posedge i_clk) begin : InitialRotation
    if (~i_rst_n) begin
      xval_array[0]  <= '0;
      yval_array[0]  <= '0;
      angle_array[0] <= '0;
    end  
    else if (i_en) begin
      unique case ({i_xval[N-1],i_yval[N-1]})  
        2'b00: begin  
          xval_array[0]  <=  xval_expanded + yval_expanded;
          yval_array[0]  <= -xval_expanded + yval_expanded;
          angle_array[0] <= 16'b000101101_0000000;  
        end
        2'b10 : begin  
          xval_array[0]  <= -xval_expanded + yval_expanded;
          yval_array[0]  <= -xval_expanded - yval_expanded;
          angle_array[0] <= 16'b010000111_0000000;  
        end
        2'b11 : begin  
          xval_array[0]  <= -xval_expanded - yval_expanded;
          yval_array[0]  <=  xval_expanded - yval_expanded;
          angle_array[0] <= -16'b010000111_0000000;  
        end
        2'b01 : begin  
          xval_array[0]  <=  xval_expanded - yval_expanded;
          yval_array[0]  <=  xval_expanded + yval_expanded;
          angle_array[0] <= -16'b000101101_0000000;  
        end
      endcase
    end  
  end : InitialRotation
  genvar i;
  generate
    for (i=0;i<NUMITER-1;i=i+1) begin : CordicIteration
      always_ff @ (posedge i_clk) begin
        if (~i_rst_n) begin
          xval_array[i+1]  <= '0;
          yval_array[i+1]  <= '0;
          angle_array[i+1] <= '0;
        end
        else if (i_en) begin
          if (yval_array[i] < 0) begin  
            xval_array[i+1]  <= xval_array[i] - (yval_array[i]>>>(i+1));
            yval_array[i+1]  <= yval_array[i] + (xval_array[i]>>>(i+1));
            angle_array[i+1] <= angle_array[i] - cordic_angle[i];  
          end
          else begin                    
            xval_array[i+1]  <= xval_array[i] + (yval_array[i]>>>(i+1));
            yval_array[i+1]  <= yval_array[i] - (xval_array[i]>>>(i+1));
            angle_array[i+1] <= angle_array[i] + cordic_angle[i];  
          end				
        end		
      end
    end : CordicIteration
  endgenerate
  assign cordic_angle[0]  = 16'b000011010_1001000;  
  assign cordic_angle[1]  = 16'b000001110_0000101;  
  assign cordic_angle[2]  = 16'b000000111_0010000;  
  assign cordic_angle[3]  = 16'b000000011_1001010;  
  assign cordic_angle[4]  = 16'b000000001_1100101;  
  assign cordic_angle[5]  = 16'b000000000_1110011;  
  assign cordic_angle[6]  = 16'b000000000_0111001;  
  assign cordic_angle[7]  = 16'b000000000_0011101;  
  assign cordic_angle[8]  = 16'b000000000_0001110;  
  assign cordic_angle[9]  = 16'b000000000_0000111;  
  assign cordic_angle[10] = 16'b000000000_0000100;  
  assign cordic_angle[11] = 16'b000000000_0000010;  
  assign cordic_angle[12] = 16'b000000000_0000001;  
endmodule
```

## /design/flow/run.sh

```bash
#!/bin/bash
# OpenROAD 26Q1-2900-gdf79404cd8, Yosys 0.63+post, stock flow scripts
make -C /OpenROAD-flow-scripts/flow DESIGN_CONFIG=/design/flow/config.mk WORK_HOME=/design/flow/orfs finish
```

## /design/flow/config.mk

```make
export PLATFORM = sky130hd
export DESIGN_NAME = cordic_vec
export DESIGN_NICKNAME = cordic_vec
export VERILOG_FILES = /design/flow/design.v
export SDC_FILE = /design/flow/constraint.sdc
export NUM_CORES = 4
export LEC_CHECK = 1
export CORE_UTILIZATION = 50
```

## /design/flow/constraint.sdc

```tcl
current_design cordic_vec

set clk_period 49.7
set clk_io_pct 0.2

create_clock -name clk0 -period $clk_period [get_ports {i_clk}]

set non_clock_inputs [all_inputs -no_clocks]
set_input_delay [expr $clk_period * $clk_io_pct] -clock clk0 $non_clock_inputs
set_output_delay [expr $clk_period * $clk_io_pct] -clock clk0 [all_outputs]
```

==> impl_metrics.json <==
{
  "fp-utilization": 0.505,
  "core_area_um2": 88400,
  "dp.cells": 6574,
  "synth_seq_share": 0.242,
  "edf_count": 0,
  "logic_area_um2": 32300,
  "numCtsBuffers": 67,
  "grt_use_total": 0.252,
  "p_leak_nw": 21.8,
  "place_ws_ns": 36.12,
  "yosys-stat-cells": 5540,
  "timing.rr.start": "yval_array[9][12]",
  "cts_tree": "built",
  "ys_ff": 540,
  "min_path_cells": 2,
  "postCtsSetupBuffers": 0,
  "fin_hold_ws_ns": 0.456,
  "netlist-cell-type-count": 90,
  "peakVddDrop_mv": 0.0495,
  "cp_max_fo": 5,
  "drc": 0,
  "synthDominantAreaCellType": "dfxtp_1",
  "synth_cells": 5540,
  "ys_area_um2": 44600,
  "setup_viol": 0,
  "log.warning_count": 59,
  "die_area_um2": 90500,
  "dr.pass1.iters": 5,
  "regArea_um2": 10800,
  "numPortBuffers": 31,
  "relSlewSlack": 0.382,
  "antenna_found_initial": 5,
  "via_count": 37669,
  "clock_latency_ns": 0.61,
  "post_drt_wl_per_cell_um": 16.6,
  "fmax_mhz": 76.9,
  "cts-root-buf": "clkbuf_16",
  "finalCritPeriodShare": 0.262,
  "finalMaxSlewViolations": 0,
  "cts_hold_buf": 0,
  "cts_sinks": 540,
  "synth-main-ff-cell": "dfxtp_1",
  "grt.overflow.total": 0,
  "dieWidth_um": 301,
  "drt_iter0_markers": 1863,
  "hold_viol_final": 0,
  "fp-row-count": 109,
  "chipHeight_um": 301,
  "io_pins": 32,
  "gp_congestion": 0.926,
  "cp-startpoint": "i_xval[1]",
  "area_growth_pct": 8.05,
  "worst_pin_slew_ns": 0.916,
  "hp-class": "reg2reg",
  "status": "completed",
  "yosys_warnings": 5,
  "yosys-top-cells-area": "dfxtp_1 (24%), ha_1 (15%), xnor2_1 (7.6%)",
  "end_kind": "flop",
  "syn-cell-area_um2": 44600,
  "grt_pass1_wl_um": 182000,
  "ys_async_sr_fraction": 0,
  "fill_cells": 8289,
  "top_cell": "nor2_1",
  "grt_max_degree": 84,
  "first_global_vias": 34938,
  "dp_hpwl_um": 82500,
  "power_density_nw_per_um2": 77.8,
  "rrSetupSlack_ns": 45.45,
  "worstRegToRegCells": 12,
  "timing.rr.end": "xval_array[10][18]",
  "critPathKind": "in2reg",
  "cap_violations": 0,
  "post_cts_resized": 0,
  "clockBufferDepth": 3,
  "drive_gt1_frac": 0.0414,
  "grt_setup_unrepaired": "no",
  "clk_pin_slew_ns": 0.05,
  "crit_path_start_kind": "input pin",
  "required_ns": 50.18,
  "fin_cells": 6694,
  "whs_endpoint": "angle_array[4][8]",
  "clock_skew_ns": 0.0306,
  "syn_area_per_cell_um2": 8.06,
  "ys_top_cells_by_count": "nor2_1 (673), ha_1 (549), dfxtp_1 (540), nand2_1 (429), a21oi_1 (410)",
  "via_per_inst": 5.63,
  "worstHoldStart": "angle_array[4][8]",
  "drt_wl_total_um": 111000,
  "final.min_clock_period_ns": 13.00,
  "antenna_left": 0,
  "setup_slack_ns": 36.70,
  "htree_levels": 3,
  "arrival_ns": 13.49,
  "netlist.area_leader.share": 0.242,
  "tns_ns": 0
}
## metal layers
layer / up-vias / GRT usage / share of wire
met5: - / 0 / 0.00046
met4: 8 / 0.0586 / 0.026
met3: 166 / 0.0352 / 0.038
met2: 512 / 0.393 / 0.45
met1: 17343 / 0.376 / 0.49
li1: 19640 / - / -
## sequential cells by signal, summed over array words and instances, names as in the netlist, named ones only
register / count
angle_array: 183
xval_array: 170
yval_array: 182
## worst max path at each step
| stage | end | depth (start not counted) | slack (ns) |
|---|---|---|---|
| after CTS | yval_array[0][17] | 13 | 36.76 |
| after global routing | yval_array[0][17] | 13 | 36.44 |
| final | yval_array[0][17] | 13 | 36.70 |
## final cells by class
type                    count  area share
clock buffers              95      0.0410
multi-input cells        4581       0.669
clock inverters            23     0.00633
repair buffers             66      0.0119
diodes                      2    0.000104
flip-flops and latches    540       0.224
inverters                 222      0.0175
well taps                1165      0.0302
## through the flow
stage	utilization	cell area, um^2	total power [mW]
after floorplan	-	44600	2.69
after global placement	0.520	45900	3.24
after detailed placement	0.520	45900	3.25
after CTS	0.546	48200	3.78
after global routing	0.546	48200	4.13
final	0.546	48200	3.75
## critical path, stage by stage
cell and delay, ns:
clkdlybuf4s50_1 0.59, inv_1 0.13, ha_1 0.36, fa_1 0.51, a21o_1 0.20, a21oi_1 0.24, o21bai_1 0.14, a2111oi_0 0.50
nor3_1 0.15, xnor2_1 0.17, a221o_1 0.29, a221oi_1 0.22, a21oi_1 0.06
## power breakdown
part / leakage, nW / internal, mW / switching (mW)
logic: 16.2 / 1.12 / 1.41
clock network: 1.10 / 0.308 / 0.194
registers: 4.44 / 0.560 / 0.156
total: 21.8 / 1.99 / 1.77
## cells by family (layout without fill, tap and decap cells)
group                    Yosys count  after routing  synth area share
other                              0              2                 0
AND-OR/OR-AND                   1450           1450             0.207
multiplexers                     237            237            0.0538
AND/OR/NAND/NOR                 1685           1685             0.170
buffers and inverters            419            406            0.0356
flip-flops                       540            540             0.242
adder cells (fa/ha/maj)          579            579             0.167
XOR/XNOR                         630            630             0.124
## cell usage in the layout, fill, tap and decap left out, types with 64 or more instances in the layout
master	count
dfxtp_1	540
mux2i_1	213
xnor2_1	386
inv_1	218
a21oi_1	410
clkbuf_16	70
a21o_1	141
ha_1	549
a211oi_1	111
o21bai_1	64
o21ai_0	361
nor2_1	671
xor2_1	243
nand3_1	66
nor3_1	181
nand2_1	428
No activity file was given, so power comes from the tool's default toggle rates.
